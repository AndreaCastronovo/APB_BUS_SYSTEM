[design/flow/design.v]
module ff #( 
    parameter int unsigned WIDTH = 32
) (
    input  logic                    clk_i,
    input  logic                    rst_ni,
    input  logic                    enable_i,
    input  logic    [WIDTH-1:0]     d,
    output logic    [WIDTH-1:0]     q
);
    always_ff @( posedge clk_i, negedge rst_ni  ) begin : flip_flop
        if(~rst_ni)
            q <= '0;
        else if(enable_i)
            q <= d;
    end
endmodule
module apb_interface_pwm #(
    parameter   int unsigned    DATA_WIDTH  =   32,
    parameter   int unsigned    SIZE_WIDTH  =   8
)(
    input   logic                       PCLK,
    input   logic                       PRESETn,
    input   logic   [DATA_WIDTH-1:0]    PADDR,
    input   logic                       PSEL,   
    input   logic                       PENABLE,
    input   logic                       PWRITE,
    input   logic   [DATA_WIDTH-1:0]    PWDATA,
    output  logic   [DATA_WIDTH-1:0]    PRDATA,
    output  logic                       PREADY,
    output  logic                       PSLAVEERR,
    output  logic   [DATA_WIDTH-1:0]    PERIOD,
    output  logic   [DATA_WIDTH-1:0]    PULSE,
    output  logic   [SIZE_WIDTH-1:0]    SIZE,
    output  logic                       ENABLE
);
    logic   wenable, renable;
    localparam int unsigned ADDR_PERIOD = 4'h0;
    localparam int unsigned ADDR_PULSE  = 4'h4;
    localparam int unsigned ADDR_SIZE   = 4'h8;
    localparam int unsigned ADDR_ENABLE = 4'hC;
    assign wenable = PSEL & PENABLE & PWRITE;
    assign renable = PSEL & PENABLE & ~PWRITE;
    assign PREADY = PENABLE;
    always_comb begin : slave_error
        if (PSEL & PADDR[3:0] != ADDR_PERIOD & PADDR[3:0] != ADDR_PULSE & PADDR[3:0] != ADDR_SIZE & PADDR[3:0] != ADDR_ENABLE) 
            PSLAVEERR = 1'b1;
        else
            PSLAVEERR = 1'b0;
    end
    logic   [DATA_WIDTH-1:0]    size_int, enable_int;
    ff #(   
        .WIDTH(DATA_WIDTH)    
    )   ff_PERIOD   ( 
        .clk_i      ( PCLK      ), 
        .rst_ni     ( PRESETn   ), 
        .enable_i   ( wenable & (PADDR[3:0] == ADDR_PERIOD)), 
        .d          ( PWDATA    ), 
        .q          ( PERIOD    )  
    );
    ff #( 
        .WIDTH(DATA_WIDTH)    
    )   ff_PULSE    ( 
        .clk_i      ( PCLK      ),
        .rst_ni     ( PRESETn   ),
        .enable_i   ( wenable & (PADDR[3:0] == ADDR_PULSE)), 
        .d          ( PWDATA    ), 
        .q          ( PULSE     )   
    );
    ff #( 
        .WIDTH(DATA_WIDTH)    
    )   ff_SIZE     ( 
        .clk_i      ( PCLK      ),
        .rst_ni     ( PRESETn   ),
        .enable_i   ( wenable & (PADDR[3:0] == ADDR_SIZE)), 
        .d          ( PWDATA    ), 
        .q          ( size_int  )    
    );
    assign SIZE = size_int[SIZE_WIDTH-1:0];
    ff #( 
        .WIDTH(DATA_WIDTH)    
    )   ff_ENABLE   ( 
        .clk_i      ( PCLK      ), 
        .rst_ni     ( PRESETn   ), 
        .enable_i   ( wenable & (PADDR[3:0] == ADDR_ENABLE)), 
        .d          ( PWDATA    ), 
        .q          ( enable_int)  
    );
    assign ENABLE = enable_int[0];
    logic   [DATA_WIDTH-1:0]  PRDATA_q;
    always_comb begin : READ_DATA
        case (PADDR[3:0])
            ADDR_PERIOD:    PRDATA_q = PERIOD;
            ADDR_PULSE:     PRDATA_q = PULSE;
            ADDR_SIZE:      PRDATA_q = SIZE + 32'd0;
            ADDR_ENABLE:    PRDATA_q = ENABLE + 32'd0;
            default:        PRDATA_q = 32'd0;
        endcase
    end
    assign PRDATA = renable ? PRDATA_q : 0;
endmodule
[design/flow/run.sh]
#!/bin/bash
# OpenROAD 26Q1-2900-gdf79404cd8, Yosys 0.63+post, stock flow scripts
make -C /OpenROAD-flow-scripts/flow DESIGN_CONFIG=/design/flow/config.mk WORK_HOME=/design/flow/orfs finish
[design/flow/config.mk]
export PLATFORM = sky130hd
export DESIGN_NAME = apb_interface_pwm
export DESIGN_NICKNAME = apb_interface_pwm
export VERILOG_FILES = /design/flow/design.v
export SDC_FILE = /design/flow/constraint.sdc
export NUM_CORES = 4
export LEC_CHECK = 1
export CORE_UTILIZATION = 30
[design/flow/constraint.sdc]
current_design apb_interface_pwm

set clk_period 6.2
set clk_io_pct 0.2

create_clock -name clk0 -period $clk_period [get_ports {PCLK}]

set non_clock_inputs [all_inputs -no_clocks]
set_input_delay [expr $clk_period * $clk_io_pct] -clock clk0 $non_clock_inputs
set_output_delay [expr $clk_period * $clk_io_pct] -clock clk0 [all_outputs]
==> out/metrics.json <==
{
  "run_status": {
    "status": "finished, final reports clean"
  },
  "final_timing": {
    "final.setup.tns_ps": 0,
    "timing.final.crit_share_pct": 78.71,
    "tightest_slew_ps": 800.9,
    "finalMaxSlewViolations": 0,
    "timing.hold.ws_ps": 516.2,
    "setup_repair_after_global_routing_missed_its_margin": "false",
    "timing.max_slew.rel_slack_pct": 46.32,
    "setup_viol": 0,
    "finClkSkew_ps": 0,
    "clock.fmax_ghz": 0.2049,
    "final_worst_path_period_need_ps": 4880,
    "finalHoldViolCount": 0
  },
  "pwr": {
    "p_int_uw": 1033,
    "maximum_vdd_drop_mv": 0.1264,
    "power_per_cell_area_nw_per_um2": 250.1,
    "pwr-share-comb_pct": 17.8,
    "net-switching-power_uw": 301.4,
    "power_frac_clock_pct": 38.1,
    "power_leakage_uw": 0.002227,
    "fin_total_pwr_uw": 1335,
    "sequentialPowerShare_pct": 44.2,
    "swShare_pct": 22.58
  },
  "global_route": {
    "grt_usage_pct": 15.84,
    "number_of_antenna_violations_at_the_first_check_in_global_routing": 0,
    "grt_max_degree": 41,
    "first_global_vias": 2597,
    "grt_pass1_wl_um": 14140,
    "grt-ovfl-total": 0
  },
  "setup_path": {
    "criticalPathCategory": "in2out",
    "path_max_fanout": 25,
    "critPathRequiredTime_ps": 4960,
    "critPathCaptureType": "primary output",
    "critPathLaunchType": "primary input",
    "cp_data_arrival_time_ps": 3640
  },
  "drt": {
    "detail-route-antenna-nets": 0,
    "vias_per_cell": 4.735,
    "routed-via-count": 2590,
    "drc": 0,
    "wl_per_cell_um": 16.44,
    "antenna_cells": 0,
    "detail_route.first_pass.iterations": 5,
    "drt_iter0_drc": 83,
    "total_wirelength_of_the_detailed_routed_design_um": 8990
  },
  "cells_and_area": {
    "most-common-layout-cells": "sky130_fd_sc_hd__clkdlybuf4s50_1, sky130_fd_sc_hd__dfrtp_1, sky130_fd_sc_hd__mux2_1",
    "lay_top_count": "sky130_fd_sc_hd__clkdlybuf4s50_1",
    "logic_area_um2": 1513,
    "fill_cells": 1006,
    "drive_above_1_share_pct": 15.10,
    "ff_latch_area_um2": 1827,
    "fin_util_pct": 46.95,
    "area_growth_syn_to_layout_pct": 52.96
  },
  "logic_synthesis": {
    "syn-cell-area_um2": 3490,
    "yosys-top-cells-area": "sky130_fd_sc_hd__dfrtp_1, sky130_fd_sc_hd__mux2_1, sky130_fd_sc_hd__mux2_4",
    "synth_area_leader_cell": "sky130_fd_sc_hd__dfrtp_1",
    "ys_warns": 2,
    "synth.lib_cells_used.distinct": 26,
    "synth.yosys.num_cells": 252,
    "top_cell_area_share_pct": 52.35,
    "seq_area_frac_synth_pct": 52.35,
    "synth_cells": 252,
    "ys.flops": 73,
    "ys_chip_area_um2": 3490,
    "postSynthAreaPerCell_um2": 13.85
  },
  "clocking": {
    "clock_tree.htree_level_count": 3,
    "tritoncts": "done",
    "cts.root.buffer_cell": "sky130_fd_sc_hd__clkbuf_16",
    "post-cts-setup-buffer-count": 0,
    "cts.reportedPaths.clkPinSlew_ps": 60,
    "clock_latency_ps": 320,
    "post_cts.resized_instances": 0,
    "cts_inserted_buffers": 9,
    "post_cts_hold_fix_bufs": 0,
    "clockBufferDepth": 2,
    "clock-sinks": 73
  },
  "hold_path": {
    "min_path_type": "reg2reg"
  },
  "run": {
    "maxCapViolCount": 0,
    "log.warning_count": 53
  },
  "floorplanning": {
    "placementRows": 39,
    "die_w_um": 109.9,
    "placeableCoreArea_um2": 11370,
    "die_footprint_um2": 12070,
    "initial_cell_density_of_the_core_pct": 30.69,
    "dieHeight_um": 109.9,
    "ios": 176
  },
  "placed_design": {
    "io_buffer_count": 147,
    "hpwlAfterDp_um": 6235,
    "weighted_congestion_at_the_end_of_routability_driven_global_placement": 0.7909
  }
}
-- final timing paths --
path | startpoint | depth (start not counted) | slack, ps | end
max | PADDR[2] | 6 | 1320 | PRDATA[20]
max reg2reg | ff_PERIOD.q[31]$_DFFE_PN0P_ | 1 | 5390 | ff_PERIOD.q[31]$_DFFE_PN0P_
min | ff_PERIOD.q[27]$_DFFE_PN0P_ | 1 | 520 | ff_PERIOD.q[27]$_DFFE_PN0P_
min in group asynchronous | PRESETn | 1 | 850 | ff_PULSE.q[24]$_DFFE_PN0P_
min reg2reg | ff_PERIOD.q[27]$_DFFE_PN0P_ | 1 | 520 | ff_PERIOD.q[27]$_DFFE_PN0P_
max in group asynchronous | PRESETn | 2 | 4470 | ff_SIZE.q[6]$_DFFE_PN0P_
-- cell families (layout without fill, tap and decap cells) --
family,count (synthesis),count (layout),share of synthesized area [%]
DFF,73,73,52.35
buffers and inverters,19,171,4.374
AOI/OAI and AO/OA,31,31,6.454
muxes,79,79,28.86
and+or+nand+nor,50,50,7.960
-- power groups by stage --
stage | logic, µW | clock network (µW) | registers (µW)
finish | 237 | 508 | 590
CTS | 241 | 529 | 590
global route | 261 | 544 | 600
-- through the flow --
stage	cell area, µm²	worst slack [ps]	instances
finish	5338	1320	547
global route	5338	1158	547
CTS	5338	1307	547
detailed placement	5044	1305	531
global placement	5044	1310	531
floorplan	3490	2780	252
-- layout make-up --
cell class              instances  area share [%]
multi-input cells             160           28.34
clock inverters                 7           1.289
well taps                     143           3.352
inverters                       1         0.07032
flip-flops and latches         73           34.22
clock buffers                   9           4.219
repair buffers                154           28.50
-- flip-flops by register name, indices dropped and copies added (netlist names) --
name and cells:
ff_ENABLE.q 1, ff_PULSE.q 32, ff_PERIOD.q 32, ff_SIZE.q 8
-- routing by layer --
metal | GRT usage [%] | wire (µm)
met4 | 1.905 | 115
met1 | 25.44 | 4146
met2 | 23.21 | 4044
met5 | 0 | 0
met3 | 3.444 | 683
-- cells in the mapped netlist --
library cell and number:
sky130_fd_sc_hd__nand4bb_1 1, sky130_fd_sc_hd__inv_2 1, sky130_fd_sc_hd__buf_2 2, sky130_fd_sc_hd__a22oi_1 24
sky130_fd_sc_hd__mux2i_1 5, sky130_fd_sc_hd__a21oi_1 5, sky130_fd_sc_hd__nor4_4 1, sky130_fd_sc_hd__nand2_1 6
sky130_fd_sc_hd__buf_4 4, sky130_fd_sc_hd__clkbuf_1 7, sky130_fd_sc_hd__and4_1 2, sky130_fd_sc_hd__nor2_1 27
sky130_fd_sc_hd__or2_0 1, sky130_fd_sc_hd__mux2_4 30, sky130_fd_sc_hd__nor3_2 1, sky130_fd_sc_hd__mux4_2 1
sky130_fd_sc_hd__mux2_1 43, sky130_fd_sc_hd__buf_12 3, sky130_fd_sc_hd__nor3_1 1, sky130_fd_sc_hd__or2_1 4
sky130_fd_sc_hd__nor4b_4 1, sky130_fd_sc_hd__nor2b_1 4, sky130_fd_sc_hd__buf_6 2, sky130_fd_sc_hd__a222oi_1 2
sky130_fd_sc_hd__dfrtp_1 73, sky130_fd_sc_hd__nand4b_1 1
-- worst max-delay path, stage by stage --
cell                              delay [ps]
sky130_fd_sc_hd__clkdlybuf4s50_1         810
sky130_fd_sc_hd__nor4_4                  450
sky130_fd_sc_hd__buf_4                   380
sky130_fd_sc_hd__a22oi_1                 150
sky130_fd_sc_hd__nor2_1                  130
sky130_fd_sc_hd__clkdlybuf4s50_1         470
Power and IR drop assume default switching activity.
