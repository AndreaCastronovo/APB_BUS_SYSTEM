===== design/flow/run.sh =====
#!/bin/bash
# OpenROAD 26Q1-2900-gdf79404cd8, Yosys 0.63+post, stock flow scripts
make -C /OpenROAD-flow-scripts/flow DESIGN_CONFIG=/design/flow/config.mk WORK_HOME=/design/flow/orfs finish

===== design/flow/config.mk =====
export PLATFORM = sky130hd
export DESIGN_NAME = APB_PWM
export DESIGN_NICKNAME = APB_PWM
export VERILOG_FILES = /design/flow/design.v
export SDC_FILE = /design/flow/constraint.sdc
export NUM_CORES = 4
export LEC_CHECK = 1
export CORE_UTILIZATION = 40

===== design/flow/constraint.sdc =====
current_design APB_PWM

set clk_period 14.6
set clk_io_pct 0.2

create_clock -name clk0 -period $clk_period [get_ports {PCLK}]

set non_clock_inputs [all_inputs -no_clocks]
set_input_delay [expr $clk_period * $clk_io_pct] -clock clk0 $non_clock_inputs
set_output_delay [expr $clk_period * $clk_io_pct] -clock clk0 [all_outputs]

===== design/flow/design.v =====
module counter_clr_en #(
    parameter int unsigned  WIDTH = 4
)(
    input   logic               clk_i,
    input   logic               rstn_i,
    input   logic               clr_i,
    input   logic               enable_i,
    output  logic [WIDTH-1:0]   count_o
);
    logic [WIDTH-1:0] count_d, count_q;
    assign count_d = count_q + 'd1;
    always_ff @(posedge clk_i, negedge rstn_i) begin
        if(~rstn_i)
            count_q <= '0;
        else if(clr_i)
            count_q <= 'd0;
        else if(enable_i)
            count_q <= count_d;
        else 
            count_q <= count_q;
    end
    assign count_o = count_q;
endmodule
module APB_PWM
(
    input   logic           PCLK,
    input   logic           PRESETn,
    input   logic   [31:0]  PADDR,
    input   logic           PSEL,   
    input   logic           PENABLE,
    input   logic           PWRITE,
    input   logic   [31:0]  PWDATA,
    output  logic           PREADY,
    output  logic   [31:0]  PRDATA,
    output  logic           PSLAVEERR,
    output  logic   [7:0]   PWM
);
    logic   wenable, renable;
    assign wenable = PSEL & PENABLE & PWRITE;
    assign renable = PSEL & PENABLE & ~PWRITE;
    assign PREADY = PENABLE;
    assign PSLAVEERR = 1'b0;
    logic   [31:0]  PERIOD;      
    logic   [31:0]  PULSE;       
    logic   [7:0]   SIZE;        
    logic           ENABLE;      
    apb_periph_store apb_periph_store_i (
        .PCLK       ( PCLK ),
        .PRESETn    ( PRESETn ),
        .PWDATA     ( PWDATA ),
        .PADDR      ( PADDR ),
        .wenable    ( wenable ),
        .PERIOD     ( PERIOD ), 
        .PULSE      ( PULSE ), 
        .SIZE       ( SIZE ),
        .ENABLE     ( ENABLE )
    );
    apb_periph_load apb_periph_load_i (
        .PCLK       ( PCLK ),
        .PRESETn    ( PRESETn ),
        .PRDATA     ( PRDATA ),
        .PADDR      ( PADDR ),
        .renable    ( renable ),
        .PERIOD     ( PERIOD ), 
        .PULSE      ( PULSE ), 
        .SIZE       ( SIZE ),
        .ENABLE     ( ENABLE )
    );
    pwm_generator pwm_generator_i (
        .clk        ( PCLK ),
        .rstn       ( PRESETn ),
        .PERIOD     ( PERIOD ),
        .PULSE      ( PULSE ),
        .SIZE       ( SIZE ),
        .ENABLE     ( ENABLE ),
        .PWM        ( PWM )
    );
endmodule
module apb_periph_load(
    input   logic           PCLK,
    input   logic           PRESETn,
    output  logic   [31:0]  PRDATA,
    input   logic   [31:0]  PADDR,
    input   logic           renable,
    input   logic   [31:0]  PERIOD,      
    input   logic   [31:0]  PULSE,       
    input   logic   [7:0]   SIZE,        
    input   logic           ENABLE       
);
localparam int unsigned ADDR_PERIOD = 32'h0;
localparam int unsigned ADDR_PULSE  = 32'h4;
localparam int unsigned ADDR_SIZE   = 32'h8;
localparam int unsigned ADDR_ENABLE = 32'hC;
logic   [31:0]  PRDATA_q;
always_comb begin : READ_DATA
    case (PADDR)
        ADDR_PERIOD:    PRDATA_q = PERIOD;
        ADDR_PULSE:     PRDATA_q = PULSE;
        ADDR_SIZE:      PRDATA_q = SIZE + 32'd0;
        ADDR_ENABLE:    PRDATA_q = ENABLE + 32'd0;
        default:        PRDATA_q = 32'd0;
    endcase
end
assign PRDATA = renable ? PRDATA_q : 0;
endmodule
module apb_periph_store (
    input   logic           PCLK,
    input   logic           PRESETn,
    input   logic   [31:0]  PWDATA,
    input   logic   [31:0]  PADDR,
    input   logic           wenable,
    output  logic   [31:0]  PERIOD,      
    output  logic   [31:0]  PULSE,       
    output  logic   [7:0]   SIZE,        
    output  logic           ENABLE       
);
localparam int unsigned ADDR_PERIOD = 32'h0;
localparam int unsigned ADDR_PULSE  = 32'h4;
localparam int unsigned ADDR_SIZE   = 32'h8;
localparam int unsigned ADDR_ENABLE = 32'hC;
logic   [31:0]    size_int, enable_int;
ff #( .WIDTH(32)    )   ff_PERIOD   ( .clk_i(PCLK), .rst_ni(PRESETn), .enable_i(wenable & (PADDR == ADDR_PERIOD)), 
    .d(PWDATA), .q(PERIOD)  );
ff #( .WIDTH(32)    )   ff_PULSE    ( .clk_i(PCLK), .rst_ni(PRESETn), .enable_i(wenable & (PADDR == ADDR_PULSE)), 
    .d(PWDATA), .q(PULSE)   );
ff #( .WIDTH(32)    )   ff_SIZE     ( .clk_i(PCLK), .rst_ni(PRESETn), .enable_i(wenable & (PADDR == ADDR_SIZE)), 
    .d(PWDATA), .q(size_int)    );
assign SIZE = size_int[7:0];
ff #( .WIDTH(32)    )   ff_ENABLE   ( .clk_i(PCLK), .rst_ni(PRESETn), .enable_i(wenable & (PADDR == ADDR_ENABLE)), 
    .d(PWDATA), .q(enable_int)  );
assign ENABLE = enable_int[0];
endmodule
module ff #( 
    parameter int unsigned WIDTH = 32
) (
    input  logic                    clk_i,
    input  logic                    rst_ni,
    input  logic                    enable_i,
    input  logic    [WIDTH-1:0]     d,
    output logic    [WIDTH-1:0]     q
);
    always_ff @( posedge clk_i, negedge rst_ni  ) begin : flip_flop
        if(~rst_ni)
            q <= '0;
        else if(enable_i)
            q <= d;
    end
endmodule
module pwm_generator(
    input   logic           clk,
    input   logic           rstn,
    input   logic   [31:0]  PERIOD,
    input   logic   [31:0]  PULSE,
    input   logic   [7:0]   SIZE,
    input   logic           ENABLE,
    output  logic   [7:0]   PWM
);
localparam int unsigned MAX_COUNT = $clog2(32);  
logic [MAX_COUNT-1:0]   count_o; 
logic                   reset_counter;
counter_clr_en #( .WIDTH(MAX_COUNT) ) coutner_clr_en_i (
    .clk_i      ( clk ),
    .rstn_i     ( rstn ),
    .clr_i      ( reset_counter ),
    .enable_i   ( ENABLE ),
    .count_o    ( count_o )
);
enum {IDLE, HCLK, LCLK} cs, ns;
always_ff @( posedge clk, negedge rstn ) begin
    if (~rstn)
        cs  <=  IDLE;
    else if( ~ENABLE)
        cs  <=  IDLE;
    else
        cs  <=  ns;
end
always_comb begin
    case (cs)
        IDLE:
            ns = HCLK;
        HCLK:
            if(count_o == PULSE)    ns = LCLK;
            else                    ns = HCLK;
        LCLK:
            if(count_o == 0)    ns = HCLK;   
            else                ns = LCLK;
        default
            ns = IDLE;
    endcase
end
assign PWM              = (cs == HCLK) ? SIZE : 8'd0;
assign reset_counter    = ~ENABLE | (count_o == PERIOD - 1);   
endmodule

==> results.txt <==
Flow results follow.

Yosys reports that the leading cell type by area covers 46.1% of the netlist area. The static leakage is 2.50 nW. In this run the critical register-to-register path is captured at pwm_generator_i.coutner_clr_en_i.count_q[3]$_DFFE_PN0P_. Endpoints with negative setup slack in the final report add up to 0. Dividing the detail-routed wire length by the instance count gives 16.7 um. Per the gpl log, the routability congestion estimate is 0.818. Entering global routing, the biggest net connects 47 pins.

The run reported a max-capacitance violation count of 0. After synthesis, the share of flip-flops with an asynchronous set or reset is 100%. The number of buffers added on ports is 109. The count of hold buffers inserted by post-cts repair is 0. Looking at the max-slew report, the worst-margin pin has a slew of 672 ps. The first global-routing pass estimated 17600 um of wire. The most numerous cell in the Yosys netlist is sky130_fd_sc_hd__dfrtp_1. In the Yosys stats the netlist draws on 45 distinct library cells. Counting pins that exceed their max-slew limit in the final report gives 0. According to the timing report, the data required time at the worst endpoint equals 11680 ps. Setup repair after global routing left no endpoint under its margin.

The die is 106 um wide. The yosys cell count is 397. The floorplan step defined a core boundary enclosing 10400 um^2. The origin of the critical flop-to-flop path is apb_periph_store_i.ff_PERIOD.q[5]$_DFFE_PN0P_. After synthesis, the chip area reported by Yosys is 4340 um^2. The number of warning messages in the yosys log is 4.

By count the netlist is led by 80 x sky130_fd_sc_hd__dfrtp_1, 74 x sky130_fd_sc_hd__mux2_2, 49 x sky130_fd_sc_hd__nor2_1. The routed layout has 3540 vias. The post-CTS resize count is 0. Adding up every negative setup slack in the final design gives 0 ps. STA lists the maximum fanout along the critical path as 32. The flow reported a cell area power density of 72.4 nW/um^2. Per the detailed-route log, wirelength across all metal layers totals 10800 um. In this run the worst setup path begins at PADDR[4]. The cell sitting at the root of the clock tree is a sky130_fd_sc_hd__clkbuf_8. The final non-filler cell total is 642. The share of the yosys chip area belonging to registers is 46.7%. The synthesized netlist cell count is 397. The iteration count of the initial detailed-routing pass is 4. 111 I/O pins were placed. The final critical-path required period is 8520 ps.

The clock tree buffer depth is 2. The instance count along the most critical hold path is 1. Per the log, the first TritonRoute iteration ended with a DRC count of 143. The startpoint type of the worst setup path is an input port. The element type at the critical path end is an output pin. The number of clock buffers inserted by TritonCTS is 9.

The DRC violations left is 0. The worst voltage drop across the vdd grid is 0.0592 mV. The insertion delay of the later-clocked pin in the worst-skew pair is 350 ps. The fraction of layout cells with a size suffix above 1 is 20.9%. Summed over all routing layers, the global router reports a total usage of 20.5%. The synthesized design spends more area on one cell type than any other, namely sky130_fd_sc_hd__dfrtp_1.

The final hold violation count is 0. The sink count of the clock tree is 81. The detailed-placement wirelength estimate is 8100 um. The site row count is 37.

The hold path endpoint is pwm_generator_i.cs[0]$_DFF_PN1_. The flow ran to the end, and the final reports show no timing, DRC or antenna violations. The min-delay analysis places its worst path in the category reg2reg. The slew check shows that the tightest pin keeps a relative margin of 55.1%.

The number of vias per cell after detailed routing is 5.51. The number of fillers in the final layout is 940. In the routed netlist, the antenna diode instances number 0. After clock tree synthesis, the setup repair step added 0 buffers. OpenROAD reports that the post-layout worst path occupies 58.4% of the period.

The cell count of the worst reg-to-reg path is 6. On the critical path the data arrives at 5600 ps. The worst register-to-register path has a setup slack of 12010 ps.

Including well taps, the total number of placed cells is 626. Synthesis inferred 81 register bits. The post-synth design cell area is 4340 um^2. The total overflow left after global routing is 0. The initial utilization of the core area, before any placement, comes to 41.7%.

The clock-pin slew on the worst setup and hold paths is 80 ps. Among all flip-flop cells after synthesis, the most frequent one is sky130_fd_sc_hd__dfrtp_1. The highest clock frequency the design can meet is 117 MHz. The area growth from synthesis to layout is 32.7%. Once detail routing completed, the nets flagged for antenna violations numbered 0. For reference, the most critical setup path is categorized as in2out. After synthesis, the mean cell area works out to 10.9 um^2. The vertical die size is 106 um. The H-tree was split into 3 levels.

The number of global-route vias before repair was 3481. The startpoint of the worst hold path is apb_periph_store_i.ff_ENABLE.q[0]$_DFFE_PN0P_. The count of library flops with an enable pin is 0.

The die covers 11300 um^2. The tool warning count for the run is 26. After layout, the setup clock skew is reported as 11.6 ps. The number of antenna violations at the first check in global routing was 0. The TritonCTS clock tree is built.

The main area contributors are sky130_fd_sc_hd__dfrtp_1 46%, sky130_fd_sc_hd__mux2_2 19%, sky130_fd_sc_hd__a22oi_1 4.5%.
metrics by stage:
step | setup slack [ps] | utilization, % | instance area (um^2) | hold slack, ps | power [mW]
finish | 6080 | 55.3 | 5760 | 520 | 0.417
global route | 5880 | 55.3 | 5760 | 530 | 0.432
CTS | 6030 | 55.3 | 5760 | 520 | 0.422
detailed placement | 6040 | 53.3 | 5550 | 515 | 0.257
global placement | 6050 | 53.3 | 5550 | 507 | 0.257
floorplan | 7020 | - | 4340 | 442 | 0.232
registers in the layout (all words and copies together), names as in the netlist:
name	count
apb_periph_store_i.ff_PERIOD.q	32
apb_periph_store_i.ff_ENABLE.q	1
apb_periph_store_i.ff_SIZE.q	8
pwm_generator_i.cs	3
pwm_generator_i.coutner_clr_en_i.count_q	5
apb_periph_store_i.ff_PULSE.q	32
layout make-up:
class,count,area (um^2),area share [%]
clock buffers,10,138,2.39
clock inverters,6,65.1,1.13
inverters,9,33.8,0.587
multi-input cells,285,2190,38.0
flip-flops and latches,81,2030,35.2
well taps,136,170,2.96
repair buffers,115,1130,19.7
layer usage:
metal  track usage [%]  share of wire (%)  vias to the layer above  wire [um]
met4              1.88               0.93                        0        100
met1              31.9                 47                     1768       5060
li1                  -                  -                     1676          -
met5                 0                  0                        -          0
met3              3.00                4.0                        9        427
met2              32.6                 48                       87       5160
cell usage in the layout, fill, tap and decap left out, types with 4 or more instances in the layout:
master	netlist	final
sky130_fd_sc_hd__dfrtp_1	80	80
sky130_fd_sc_hd__mux2i_1	7	7
sky130_fd_sc_hd__a22oi_1	26	26
sky130_fd_sc_hd__nand2_1	4	4
sky130_fd_sc_hd__nand3_1	6	6
sky130_fd_sc_hd__xnor2_1	16	16
sky130_fd_sc_hd__or3_1	4	4
sky130_fd_sc_hd__nor3_1	17	15
sky130_fd_sc_hd__nor4_1	18	18
sky130_fd_sc_hd__nand4_1	6	6
sky130_fd_sc_hd__xor2_1	4	4
sky130_fd_sc_hd__or4_1	8	8
sky130_fd_sc_hd__nor2_1	49	49
sky130_fd_sc_hd__clkbuf_8	0	10
sky130_fd_sc_hd__buf_4	2	7
sky130_fd_sc_hd__clkdlybuf4s50_1	0	108
sky130_fd_sc_hd__and2_1	8	8
sky130_fd_sc_hd__inv_1	7	7
sky130_fd_sc_hd__a31oi_1	7	7
sky130_fd_sc_hd__mux2_2	74	74
cell families after synthesis:
group           after synthesis  synth area share (%)
compound gates               46                  7.70
xor+xnor                     20                  4.04
fa+ha+maj                     3                 0.865
buf+inv                      31                  3.06
flops                        81                  46.7
mux                          81                  20.8
other cells                   1                0.0864
simple gates                134                  16.7
how the worst max path moves through the flow:
stage	endpoint	slack [ps]	depth (start not counted)
final	PRDATA[9]	6080	8
after global routing	PRDATA[24]	5880	9
after CTS	PRDATA[0]	6030	8
worst max-delay path: stages:
cell,delay (ps)
sky130_fd_sc_hd__clkdlybuf4s50_1,390
sky130_fd_sc_hd__or4_1,510
sky130_fd_sc_hd__nor3_1,160
sky130_fd_sc_hd__nand4_1,300
sky130_fd_sc_hd__or3_1,430
sky130_fd_sc_hd__buf_4,240
sky130_fd_sc_hd__nor2_1,150
sky130_fd_sc_hd__clkdlybuf4s50_1,490
power by group:
part / internal (mW) / switching [mW] / total (mW)
clock network: 0.0840 / 0.0811 / 0.165
registers: 0.224 / 0.000000000527 / 0.224
logic: 0.0172 / 0.0105 / 0.0277
No activity file was given, so power comes from the tool's default toggle rates.
