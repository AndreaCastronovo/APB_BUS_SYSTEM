**./run.sh**
```bash
#!/bin/bash
# OpenROAD 26Q1-2900-gdf79404cd8, Yosys 0.63+post, stock flow scripts
make -C /OpenROAD-flow-scripts/flow DESIGN_CONFIG=/design/flow/config.mk WORK_HOME=/design/flow/orfs finish
```
**./config.mk**
```make
export PLATFORM = sky130hd
export DESIGN_NAME = APB_SERIAL_MULTIPLIER
export DESIGN_NICKNAME = APB_SERIAL_MULTIPLIER
export VERILOG_FILES = /design/flow/design.v
export SDC_FILE = /design/flow/constraint.sdc
export NUM_CORES = 4
export LEC_CHECK = 1
export CORE_UTILIZATION = 50
```
**./constraint.sdc**
```tcl
current_design APB_SERIAL_MULTIPLIER

set clk_period 8.8
set clk_io_pct 0.2

create_clock -name clk0 -period $clk_period [get_ports {PCLK}]

set non_clock_inputs [all_inputs -no_clocks]
set_input_delay [expr $clk_period * $clk_io_pct] -clock clk0 $non_clock_inputs
set_output_delay [expr $clk_period * $clk_io_pct] -clock clk0 [all_outputs]
```
**./design.v**
```verilog
module counter_clr_en #(
    parameter int unsigned  WIDTH = 4
)(
    input   logic               clk_i,
    input   logic               rstn_i,
    input   logic               clr_i,
    input   logic               enable_i,
    output  logic [WIDTH-1:0]   count_o
);
    logic [WIDTH-1:0] count_d, count_q;
    assign count_d = count_q + 'd1;
    always_ff @(posedge clk_i, negedge rstn_i) begin
        if(~rstn_i)
            count_q <= '0;
        else if(clr_i)
            count_q <= 'd0;
        else if(enable_i)
            count_q <= count_d;
        else 
            count_q <= count_q;
    end
    assign count_o = count_q;
endmodule
module serial_multiplier #( 
    parameter int unsigned OP_X_WIDTH = 16,
    parameter int unsigned OP_Y_WIDTH = 16,
    localparam int unsigned OUT_WIDTH  = OP_Y_WIDTH + OP_X_WIDTH
) (
    input   logic                       clk,
    input   logic                       rst_n,
    input   logic                       start,
    input   logic   [OP_X_WIDTH-1:0]    in_x,
    input   logic   [OP_Y_WIDTH-1:0]    in_y,
    output  logic                       valid_out,
    output  logic   [OUT_WIDTH-1:0]     out_mul
);
    logic   [OUT_WIDTH-1:0] extend, in_x_ext, in_x_d, in_x_q, in_x_shifted;
    logic                   load_op;
    assign extend   = '0;
    assign in_x_ext = in_x + extend;      
    assign in_x_d = load_op ? in_x_ext : in_x_shifted;     
    always_ff @( posedge clk, negedge rst_n ) begin : operand_x
        if(~rst_n)
            in_x_q <= '0;
        else 
            in_x_q <= in_x_d;
    end
    assign in_x_shifted = in_x_q << 1;
    logic   [OP_Y_WIDTH-1:0]  in_y_d, in_y_q, in_y_shifted;
    assign in_y_d = load_op ? in_y : in_y_shifted;     
    always_ff @( posedge clk, negedge rst_n ) begin : operand_y
        if(~rst_n)
            in_y_q <= '0;
        else 
            in_y_q <= in_y_d;
    end
    assign in_y_shifted = in_y_q >> 1;
    logic   [OUT_WIDTH-1:0] mul, sum_d, sum_q;
    logic                   clear;
    assign mul      = in_x_q & {OUT_WIDTH{in_y_q[0]}};  
    assign sum_d    = mul + sum_q;
    always_ff @( posedge clk, negedge rst_n ) begin : operand_out
        if(~rst_n)
            sum_q <= '0;
        else if(clear)
            sum_q <= '0;
        else 
            sum_q <= sum_d;
    end
    assign out_mul = sum_q;
    logic   enable;
    localparam int unsigned MAX_SIZE = (OP_X_WIDTH > OP_Y_WIDTH) ? OP_X_WIDTH : OP_Y_WIDTH;     
    logic   [$clog2(MAX_SIZE)-1:0]  count_o;
    enum {IDLE, LOAD, MUL, OUT} cs, ns;    
    always_ff @( posedge clk, negedge rst_n ) begin : fsm
        if (~rst_n)
            cs  <=  IDLE;
        else
            cs  <=  ns;
    end
    always_comb begin
        case (cs)
            IDLE:   if(start)       ns = LOAD;
                    else            ns = IDLE;      
            LOAD:                   ns = MUL;
            MUL:    if(count_o == 15)   ns = OUT;
                    else                ns = MUL;
            OUT:    if(start)       ns = LOAD;
                    else            ns = IDLE;     
            default:                ns = IDLE;
        endcase
    end
    assign  load_op     = (cs == LOAD);
    assign  clear       = (cs == OUT);
    assign  enable      = (cs == MUL);
    assign  valid_out   = clear;
    counter_clr_en #( .WIDTH($clog2(MAX_SIZE)) ) counter_i ( .clk_i(clk), .rstn_i(rst_n), .clr_i(clear), 
        .enable_i(enable), .count_o(count_o) );
endmodule
module ff #( 
    parameter int unsigned WIDTH = 32
) (
    input  logic                    clk_i,
    input  logic                    rst_ni,
    input  logic                    enable_i,
    input  logic    [WIDTH-1:0]     d,
    output logic    [WIDTH-1:0]     q
);
    always_ff @( posedge clk_i, negedge rst_ni  ) begin : flip_flop
        if(~rst_ni)
            q <= '0;
        else if(enable_i)
            q <= d;
    end
endmodule
module APB_SERIAL_MULTIPLIER #(
    parameter int unsigned DATA_WIDTH = 32,
    parameter int unsigned OP_A_WIDTH = 16,
    parameter int unsigned OP_B_WIDTH = 16,
    localparam int unsigned OUT_WIDTH  = OP_A_WIDTH + OP_B_WIDTH
)(
    input   logic                       PCLK,
    input   logic                       PRESETn,
    input   logic   [DATA_WIDTH-1:0]    PADDR,
    input   logic                       PSEL,   
    input   logic                       PENABLE,
    input   logic                       PWRITE,
    input   logic   [DATA_WIDTH-1:0]    PWDATA,
    output  logic                       PREADY,
    output  logic   [DATA_WIDTH-1:0]    PRDATA,
    output  logic                       PSLAVEERR
);
    logic   [OP_A_WIDTH-1:0]    IN_A;
    logic   [OP_B_WIDTH-1:0]    IN_B;
    logic   [OUT_WIDTH-1:0]     OUT;
    logic                       START, valid_out;  
    apb_interface_serial_mul #(
        .DATA_WIDTH(DATA_WIDTH),
        .OP_A_WIDTH(OP_A_WIDTH),
        .OP_B_WIDTH(OP_B_WIDTH)
    ) apb_interface_i (
        .PCLK       ( PCLK      ),
        .PRESETn    ( PRESETn   ),
        .PADDR      ( PADDR     ),
        .PSEL       ( PSEL      ),
        .PENABLE    ( PENABLE   ),
        .PWRITE     ( PWRITE    ),
        .PWDATA     ( PWDATA    ),
        .PRDATA     ( PRDATA    ),
        .PREADY     ( PREADY    ),
        .PSLAVEERR  ( PSLAVEERR ),
        .IN_A       ( IN_A      ), 
        .IN_B       ( IN_B      ), 
        .OUT        ( OUT       ),
        .START      ( START     ),
        .valid_out  ( valid_out )
    );
    serial_multiplier #(
        .OP_X_WIDTH(OP_A_WIDTH),
        .OP_Y_WIDTH(OP_B_WIDTH)
    ) serial_multiplier_i (
        .clk        ( PCLK      ),
        .rst_n      ( PRESETn   ),
        .start      ( START     ),
        .in_x       ( IN_A      ),
        .in_y       ( IN_B      ),
        .valid_out  ( valid_out ),
        .out_mul    ( OUT       )
    );
endmodule
module apb_interface_serial_mul #(
    parameter int unsigned DATA_WIDTH = 32,
    parameter int unsigned OP_A_WIDTH = 16,
    parameter int unsigned OP_B_WIDTH = 16,
    localparam int unsigned OUT_WIDTH  = OP_A_WIDTH + OP_B_WIDTH
)(
    input   logic                       PCLK,
    input   logic                       PRESETn,
    input   logic   [DATA_WIDTH-1:0]    PADDR,
    input   logic                       PSEL,   
    input   logic                       PENABLE,
    input   logic                       PWRITE,
    input   logic   [DATA_WIDTH-1:0]    PWDATA,
    output  logic   [DATA_WIDTH-1:0]    PRDATA,
    output  logic                       PSLAVEERR,
    output  logic                       PREADY,
    output  logic   [OP_A_WIDTH-1:0]    IN_A,
    output  logic   [OP_B_WIDTH-1:0]    IN_B,
    input   logic   [OUT_WIDTH-1:0]     OUT,
    output  logic                       START,
    input   logic                       valid_out
);
    logic   wenable, renable;
    localparam int unsigned ADDR_IN_A   = 4'h0;
    localparam int unsigned ADDR_IN_B   = 4'h4;
    localparam int unsigned ADDR_OUT    = 4'h8;
    localparam int unsigned ADDR_START  = 4'hC;
    assign wenable = PSEL & PENABLE & PWRITE;
    assign renable = PSEL & PENABLE & ~PWRITE;
    always_comb begin : slave_error
        if (PSEL & PADDR[3:0] != ADDR_IN_A & PADDR[3:0] != ADDR_IN_B & PADDR[3:0] != ADDR_OUT & PADDR[3:0] != ADDR_START) 
            PSLAVEERR = 1'b1;
        else
            PSLAVEERR = 1'b0;
    end
    assign PREADY = (renable & (PADDR[3:0] == ADDR_OUT)) ? valid_out : PENABLE;
    logic   [DATA_WIDTH-1:0]    IN_A_int, IN_B_int, START_int;
    ff #( 
        .WIDTH(DATA_WIDTH)    
    )   ff_IN_A   ( 
        .clk_i      ( PCLK      ), 
        .rst_ni     ( PRESETn   ), 
        .enable_i   ( wenable & (PADDR[3:0] == ADDR_IN_A)), 
        .d          ( PWDATA    ), 
        .q          ( IN_A_int  )
    );
    assign  IN_A = IN_A_int[OP_A_WIDTH-1:0];
    ff #( 
        .WIDTH(DATA_WIDTH)    
    )   ff_IN_B    ( 
        .clk_i      ( PCLK      ), 
        .rst_ni     ( PRESETn   ), 
        .enable_i   ( wenable & (PADDR[3:0] == ADDR_IN_B)), 
        .d          ( PWDATA    ), 
        .q          ( IN_B_int  )   
    );
    assign IN_B = IN_B_int[OP_B_WIDTH-1:0];
    ff #( 
        .WIDTH(DATA_WIDTH)    
    )   ff_START     ( 
        .clk_i      ( PCLK      ), 
        .rst_ni     ( PRESETn   ), 
        .enable_i   ( wenable & (PADDR[3:0] == ADDR_START)), 
        .d          ( PWDATA    ), 
        .q          ( START_int )    
    );
    assign START = START_int[0];
    assign PRDATA = (renable & (PADDR[3:0] == ADDR_OUT)) ? OUT : '0;
endmodule
```
==> impl_metrics.py <==
# Auto-generated metrics
metrics = {
    "routing": {
        "dr_total_vias": 4477,
        "count_of_antenna_violating_nets_left_after_detailed_routing": 0,
        "drt_iter0_drc": 142,
        "drt-total-wl_um": 12650,
        "detailedRoute.firstPassIterationCount": 4,
        "drc": 0,
        "avgViaCountPerCell": 5.355,
        "num_antenna_cells": 0,
        "wl_per_cell_um": 15.13,
    },
    "placement": {
        "port-buffer-count": 58,
        "placed_area_sq_mm": 0.007131,
        "gpl.final_weighted_congestion": 0.8941,
        "dp_slack_ns": 3.106,
        "detailedPlacementHpwl_um": 8642,
    },
    "floorplan": {
        "ioPinCount": 103,
        "core_util_floorplan_pct": 52.20,
        "die_y_um": 114.9,
        "placement_rows": 40,
        "die_width_um": 114.9,
        "coreArea_sq_mm": 0.01221,
        "die_area_sq_mm": 0.01321,
    },
    "yosys": {
        "yosys_area_sq_mm": 0.006375,
        "top_cell_area_share_pct": 47.11,
        "area_of_the_mapped_netlist_sq_mm": 0.006375,
        "syn_area_per_cell_sq_um": 10.66,
        "flip_flops_with_a_built_in_enable": 0,
        "count_of_warnings_emitted_by_yosys": 4,
        "synth_top_flop_cell": "sky130_fd_sc_hd__dfrtp_1",
        "cell_count_after_synthesis": 598,
        "top_cells_by_area_synth": "sky130_fd_sc_hd__dfrtp_1 (47%), sky130_fd_sc_hd__mux2_2 (11%), sky130_fd_sc_hd__ha_1 (6.3%)",
        "synthTopCellsByCount": "sky130_fd_sc_hd__dfrtp_1 (120), sky130_fd_sc_hd__and2_1 (63), sky130_fd_sc_hd__mux2_2 (63)",
        "synth_top_cell_by_area": "sky130_fd_sc_hd__dfrtp_1",
        "synth-cells-yosys": 598,
        "numSynthFlops": 121,
        "synth_cell_type_count": 53,
        "synth.yosys.seq_area_share_pct": 47.52,
        "top_cell": "sky130_fd_sc_hd__dfrtp_1",
        "share_of_synthesized_registers_carrying_an_async_set_or_reset_pct": 100.0,
    },
    "power": {
        "irDropWorstVdd_mv": 0.1350,
        "static-leakage-power_uw": 0.003659,
        "design_power_total_uw": 1321,
        "power.density_cell_area_mw_per_mm2": 171.0,
    },
    "timing": {
        "rsz0062_at_grt": "false",
        "max_freq_ghz": 0.1759,
        "finalCriticalPeriod_ns": 5.685,
        "setup_tns_ns": 0,
        "report.final.setup_viol": 0,
        "postLayoutSetupSlackWorst_ns": 3.115,
        "max_slew.worst_pin.slew_ns": 0.6802,
        "report.final.hold_viol_count": 0,
        "holdWs_ns": 0.4024,
        "finalClockPeriodUsage_pct": 64.61,
        "slew_violations": 0,
        "clock_skews_ns": 0.005616,
        "max-slew-margin-rel_pct": 54.65,
    },
    "clock_network": {
        "clk-insertion-delay-late_ns": 0.40,
        "cts_resized": 0,
        "cts_inserted_buffers": 17,
        "clkTransAtPathRegs_ns": 0.05,
        "postCtsSetupRepairBufs": 0,
        "max-clock-path-buffers": 2,
        "cts_tree": "built",
        "clock_tree.root_cell": "sky130_fd_sc_hd__clkbuf_16",
        "cts_hold_repair.buffers": 0,
        "cts-htree-levels": 4,
        "cts_num_sinks": 121,
    },
    "layout": {
        "post_route_cells_drive_above_1_share_pct": 17.37,
        "final_cell_area_sq_mm": 0.007721,
        "num-fill-cells": 1021,
        "synthesis_to_layout_area_growth_pct": 21.12,
    },
    "status": {
        "run_status": "finished, final reports clean",
    },
    "critical_path": {
        "timing.critical_path.from_type": "input port",
        "critical_setup_path_kind": "input port to primary output",
        "worstPathArrival_ns": 3.93,
        "timing.critical_path.fanout_max": 31,
        "regToRegSetupSlack_ns": 5.52,
        "critPathRequiredTime_ns": 7.04,
        "critPathCaptureType": "primary output",
    },
    "global_routing": {
        "grt_antenna_before_repair": 0,
        "global_route_wire_length_before_repair_um": 21830,
        "grt_max_degree": 57,
        "via_count_of_the_first_global_routing_pass": 4480,
        "global_route_usage_sum_pct": 21.82,
        "total_congestion_overflow_after_global_routing": 0,
    },
    "flow_run": {
        "cap_viol_max_count": 0,
        "openroad_warning_count": 70,
    },
    "min_path": {
        "worstHoldPathType": "register to register",
    },
}
final timing paths:
path                            depth (start not counted)                             end                     startpoint
max in group asynchronous                               3       serial_multiplier_i.cs[2]                        PRESETn
worst max-delay path                                    8                       PRDATA[3]                        PENABLE
worst max register to register                         12   serial_multiplier_i.sum_q[28]  serial_multiplier_i.in_y_q[0]
min in group asynchronous                               1  serial_multiplier_i.in_x_q[24]                        PRESETn
worst min-delay path                                    1       serial_multiplier_i.cs[0]  apb_interface_i.ff_START.q[0]
worst min register to register                          1       serial_multiplier_i.cs[0]  apb_interface_i.ff_START.q[0]
per-layer routing:
layer / track usage [%] / wire length, um
met3: 4.343 / 442
met2: 33.09 / 5930
met4: 3.290 / 123
met5: 0 / 0
met1: 34.77 / 6155
where the power goes:
group / switching (uW) / internal, uW
sequential: 10.2 / 577
clock: 242 / 445
combinational: 20.0 / 26.4
critical path, stage by stage:
cell	delay [ns]
sky130_fd_sc_hd__clkdlybuf4s50_1	0.48
sky130_fd_sc_hd__nand2_1	0.05
sky130_fd_sc_hd__nor3_1	0.33
sky130_fd_sc_hd__nand2_1	0.18
sky130_fd_sc_hd__nor3_2	0.12
sky130_fd_sc_hd__buf_4	0.30
sky130_fd_sc_hd__and2_1	0.20
sky130_fd_sc_hd__clkdlybuf4s50_1	0.48
registers in the layout, indices dropped and copies added, names as in the netlist:
register / count
serial_multiplier_i.counter_i.count_q: 4
apb_interface_i.ff_IN_A.q: 16
serial_multiplier_i.sum_q: 32
serial_multiplier_i.cs: 4
apb_interface_i.ff_START.q: 1
serial_multiplier_i.in_y_q: 16
serial_multiplier_i.in_x_q: 32
apb_interface_i.ff_IN_B.q: 16
stage by stage:
| stage | util (%) | instances |
|---|---|---|
| 2_1_floorplan | - | 598 |
| 3_3_place_gp | 58.39 | 804 |
| 3_5_place_dp | 58.39 | 804 |
| 4_1_cts | 63.23 | 836 |
| 5_1_grt | 63.23 | 836 |
| 6_report | 63.23 | 836 |
area by class of cell:
cell class                      instances  area (sq um)  share of cell area (%)
Clock buffer                           21         440.4                   5.704
Clock inverter                         11         150.1                   1.945
Inverter                               11         41.29                  0.5348
Multi-Input combinational cell        438          3211                   41.58
Sequential cell                       121          3030                   39.25
Tap cell                              168         210.2                   2.722
Timing Repair Buffer                   66         638.1                   8.264
cells in the final DEF, fill, tap and decap left out, types with 2 or more instances in the layout:
master / instances
sky130_fd_sc_hd__dfrtp_1: 119
sky130_fd_sc_hd__mux2_2: 63
sky130_fd_sc_hd__and2_1: 63
sky130_fd_sc_hd__nor2_1: 57
sky130_fd_sc_hd__clkdlybuf4s50_1: 57
sky130_fd_sc_hd__a21oi_1: 32
sky130_fd_sc_hd__ha_1: 32
sky130_fd_sc_hd__nand2_1: 29
sky130_fd_sc_hd__nor2b_1: 23
sky130_fd_sc_hd__clkbuf_16: 17
sky130_fd_sc_hd__xnor2_1: 16
sky130_fd_sc_hd__o21ai_0: 13
sky130_fd_sc_hd__xor2_1: 12
sky130_fd_sc_hd__inv_1: 11
sky130_fd_sc_hd__nor3_1: 11
sky130_fd_sc_hd__a21o_1: 11
sky130_fd_sc_hd__buf_4: 9
sky130_fd_sc_hd__nand4_1: 8
sky130_fd_sc_hd__o21ai_1: 7
sky130_fd_sc_hd__o21bai_1: 6
sky130_fd_sc_hd__nand3_1: 5
sky130_fd_sc_hd__clkinvlp_4: 5
sky130_fd_sc_hd__o21a_1: 4
sky130_fd_sc_hd__a211oi_1: 4
sky130_fd_sc_hd__clkbuf_1: 4
sky130_fd_sc_hd__o31a_1: 3
sky130_fd_sc_hd__o211ai_1: 3
sky130_fd_sc_hd__bufinv_16: 3
sky130_fd_sc_hd__a21oi_2: 2
sky130_fd_sc_hd__a221oi_1: 2
sky130_fd_sc_hd__nor4_2: 2
sky130_fd_sc_hd__o31ai_1: 2
sky130_fd_sc_hd__nor3_2: 2
sky130_fd_sc_hd__or3_1: 2
sky130_fd_sc_hd__mux2_1: 2
sky130_fd_sc_hd__nor4_1: 2
sky130_fd_sc_hd__a31oi_1: 2
sky130_fd_sc_hd__clkinv_4: 2
cell families after synthesis:
logic type | Yosys count | synth area share [%]
xor+xnor | 28 | 3.847
fa+ha+maj | 33 | 6.595
mux | 67 | 11.87
flops | 121 | 47.52
buf+inv | 39 | 2.434
simple gates | 208 | 17.10
compound gates | 102 | 10.64
Power and IR drop assume default switching activity.
